[flow/config.mk]
export PLATFORM = sky130hd
export DESIGN_NAME = button
export DESIGN_NICKNAME = button
export VERILOG_FILES = /design/flow/design.v
export SDC_FILE = /design/flow/constraint.sdc
export NUM_CORES = 4
export LEC_CHECK = 1
export CORE_AREA = 10 10 108 108
export DIE_AREA = 0 0 118 118
[flow/constraint.sdc]
current_design button

set clk_period 2.5
set clk_io_pct 0.2

create_clock -name clk0 -period $clk_period [get_ports {sys_clk}]

set non_clock_inputs [all_inputs -no_clocks]
set_input_delay [expr $clk_period * $clk_io_pct] -clock clk0 $non_clock_inputs
set_output_delay [expr $clk_period * $clk_io_pct] -clock clk0 [all_outputs]
[flow/design.v]
`timescale 1ns / 1ps
module button(
input s3,
input sys_clk,
input reset_n,
output reg[2:0]index
    );
reg [18:0]cnt;
reg cnt_full;
always@(posedge sys_clk or negedge reset_n)
     if(!reset_n) cnt<=19'b0;
     else if (s3==1) cnt<=cnt+1'b1;
     else cnt<=19'b0;
always@(posedge sys_clk or negedge reset_n)
    if(!reset_n) cnt_full<=1'b0;
    else if(cnt==499999) 
        cnt_full<=1'b1;
    else if (s3==0) 
        cnt_full<=1'b0;
    else cnt_full<=cnt_full;
always@(posedge sys_clk or negedge reset_n)
    if(!reset_n) index<=3'b000;
    else if (cnt==499999&&cnt_full==1'b0)
        index<=index+1'b1;
endmodule
[flow/run.sh]
#!/bin/bash
# OpenROAD 26Q1-2900-gdf79404cd8, Yosys 0.63+post, stock flow scripts
make -C /OpenROAD-flow-scripts/flow DESIGN_CONFIG=/design/flow/config.mk WORK_HOME=/design/flow/orfs finish
==> reports/README.md <==
| Item | This run |
|:---|:---|
| Top achievable clock speed | 467.3 MHz |
| Final routed wire length divided by cell count | 8.622 um |
| CTS hold repair buffers | 0 |
| Core Area | 9284 sq um |
| Switching power total | 0.1314 mW |
| Number of sinks handled by clock tree synthesis | 23 |
| Insertion Delay late pin | 0.26 ns |
| Clk buf depth | 2 |
| Overall track demand over capacity in global routing | 0.03191 |
| Combinational share of power | 0.041 |
| Synthesis area per yosys | 1132 sq um |
| Yosys cell count | 108 |
| Area fraction of the dominant cell type after synthesis | 0.5083 |
| Reg clk slew, reported paths | 0.08 ns |
| Crit-path max FO | 7 |
| Number of warnings in the stage logs | 25 |
| Worst supply voltage drop on vdd | 155.0 uV |
| Total die size | 13920 sq um |
| DR vias | 804 |
| Startpoint-to-endpoint class of the critical path | reg -> reg |
| Crit path DAT | 2.28 ns |
| Vias in the first global route | 790 |
| Post-CTS setup-driven buffer insertion count | 0 |
| Capturing element type of the critical path | flop |
| Final worst-path setup slack | 0.3602 ns |
| Global route overflow | 0 |
| Number of buffers inserted during clock tree synthesis | 3 |
| Die extent in x | 118 um |
| Number of antenna violations at the first check in global routing | 0 |
| Pre-CTS setup slack | 0.3518 ns |
| Count of port buffers added during placement | 5 |
| Detailed placer's ending HPWL | 1.530 mm |
| Worst slew margin relative to its limit | 0.7230 |
| Setup crit start kind | flop |
| Total count of hold-check failures in the final report | 0 |
| Number of max-cap violations | 0 |
| Gate count of the mapped netlist | 108 |
| Largest net degree at the start of global routing | 24 |
| EDFF count, synth | 0 |
| Gates resized, CTS repair | 0 |
| Commonest cells in the netlist | 23 x dfrtp_1, 12 x nor2_1, 9 x nand3_1, 9 x xor2_1, 7 x nand2_1 |
| Total wirelength of the detailed-routed design | 2.121 mm |
| I/O pin total | 6 |
| Main area contributors | dfrtp_1 51%, xor2_1 7.0%, nand3_1 4.0% |
| Overall die height | 118 um |
| TritonCTS clock tree | done |
| Fin Clk Skew | 0.001817 ns |
| Power density over cell area | 450.7 nW/um^2 |
| Number of synthesis warnings | 1 |
| Via density | 3.268 |
| Top cell type by instance count after synthesis | dfrtp_1 |
| Sum of negative setup slack | 0 ns |
| N_diodes | 0 |
| Iteration count of the initial detailed-routing pass | 4 |
| Share of synthesized registers carrying an async set or reset | 1.000 |
| Starting Density | 0.1220 |
| Cell accounting for the most synthesized area | dfrtp_1 |
| Post-synthesis sequential area ratio | 0.5083 |
| Layout cells sized above 1 | 0.07692 |
| Overall power consumption | 0.6293 mW |
| Netlist area before placement | 1132 sq um |
| Filler Cells Inserted | 1051 |
| Share of power burned in registers | 0.605 |
| Final slew viol count | 0 |
| Dominant register cell | dfrtp_1 |
| Mean instance size in the synthesized netlist | 10.48 sq um |
| Synthesis-to-layout area growth | 23.31% |
| Total DRC errors in the routed layout | 0 |
| Switching part of the total | 0.2087 |
| Min-delay worst type | reg -> reg |
| Cell chosen for the clock root | clkbuf_8 |
| Transition time at the pin with the least slew margin | 0.4116 ns |
| Number of design-rule violations left by the first detailed-router iteration | 26 |
| Critical Path RT | 2.64 ns |
| Number of nets with antenna violations after routing | 0 |
| Power share of the clock group | 0.355 |
| Outcome | finished, final reports clean |
| Weighted congestion at the end of routability-driven global placement | 0.8360 |
| Cycle use final | 0.8559 |
| Count of cell types in the netlist | 32 |
| Leakage power summed over all cells | 0.5473 nW |
| Post-layout utilization of the core | 0.1504 |
| H-Tree Depth | 1 |
| RSZ-0062 raised after global routing | false |
| Post-layout min period | 2.140 ns |
| Flop and latch count out of synthesis | 23 |
| Number of setup violations in the final report | 0 |
| Standard-cell row count | 35 |
| Global-route wire length before repair | 3.822 mm |
| Internal power | 0.4980 mW |
[cell type report]
class                      instances  area, sq um  area share
sequential                        23        575.6      0.4122
multi-input combinational         82        545.5      0.3907
tap                              129        161.4      0.1156
timing repair buffer               7        65.06     0.04659
clock buffer                       4        45.04     0.03226
inverter                           1        3.754    0.002688
[per-layer routing]
metal,global-route usage,wire (um),vias to the layer above,part of all wire
met3,0.01167,96,0,0.045
met1,0.04499,1117,391,0.53
met5,0,0,-,0
li1,-,-,402,-
met2,0.04615,907,11,0.43
met4,0.005410,0,0,0
[final timing paths]
kind / slack, ns / endpoint / cells after the start / startpoint
min in group asynchronous: 0.61 / index[1]$_DFFE_PN0P_ / 2 / reset_n
worst min register to register: 0.47 / index[2]$_DFFE_PN0P_ / 1 / index[2]$_DFFE_PN0P_
max in group asynchronous: 1.67 / cnt[12]$_DFF_PN0_ / 2 / reset_n
worst min-delay path: 0.47 / index[2]$_DFFE_PN0P_ / 1 / index[2]$_DFFE_PN0P_
worst max-delay path: 0.36 / index[1]$_DFFE_PN0P_ / 4 / cnt[5]$_DFF_PN0_
worst max register to register: 0.36 / index[1]$_DFFE_PN0P_ / 4 / cnt[5]$_DFF_PN0_
[power by group through the flow]
stage	combinational [mW]	clock (mW)	sequential, mW
4_1_cts	0.0268	0.238	0.381
5_1_grt	0.0300	0.250	0.381
6_report	0.0256	0.223	0.381
[critical path, stage by stage (launching register included)]
cell and delay, ns:
dfrtp_1 0.44, or4b_1 0.48, or4_4 0.56, nor3_2 0.19, mux2_1 0.34
[metrics by stage]
stage,instances,cell area (sq um),hold slack (ns)
4_1_cts,246,1396,0.4848
2_1_floorplan,108,1132,0.2044
5_1_grt,246,1396,0.5198
3_3_place_gp,242,1351,0.4631
3_5_place_dp,242,1351,0.4668
6_report,246,1396,0.4739
[layout by cell type (no fill, tap or decap), types with 2 or more instances in the layout]
| master | instances |
|---|---|
| buf_4 | 2 |
| or3_1 | 3 |
| and4_1 | 2 |
| nand2_1 | 7 |
| ha_1 | 2 |
| nand3_1 | 9 |
| nor3_1 | 2 |
| clkbuf_8 | 3 |
| a21oi_1 | 4 |
| nand4_1 | 4 |
| o21ai_1 | 4 |
| nor2_1 | 12 |
| xnor2_1 | 4 |
| xor2_1 | 9 |
| clkdlybuf4s50_1 | 5 |
| dfrtp_1 | 23 |
| and2_1 | 2 |
| or4_1 | 3 |
[state kept, by name, summed over array words and instances, names as in the netlist]
| signal | count |
|---|---|
| index | 3 |
| cnt_full | 1 |
| cnt | 19 |
[cells by family (layout without fill, tap and decap cells)]
logic type      count (synthesis)  after routing  share of synthesized area
compound gates                 10             10                    0.04863
xor+xnor                       13             13                     0.1006
fa+ha+maj                       2              2                    0.02210
buf+inv                         3             12                   0.009944
flops                          23             23                     0.5083
mux                             2              2                    0.01878
simple gates                   55             55                     0.2917
No activity file was given, so power comes from the tool's default toggle rates.
