==> flow/run.sh <==
#!/bin/bash
# OpenROAD 26Q1-2900-gdf79404cd8, Yosys 0.63+post, stock flow scripts
make -C /OpenROAD-flow-scripts/flow DESIGN_CONFIG=/design/flow/config.mk WORK_HOME=/design/flow/orfs finish
==> flow/design.v <==
`timescale 1ns / 1ps
module frequency_calculating(
input [7:0]FSW, 
output reg[12:0]frequency_calculated
    );
parameter accumulator_scanner_clk=10000; 
parameter num=256;
always
    begin
        frequency_calculated=FSW*accumulator_scanner_clk/num;
        #10;
    end
endmodule
==> flow/config.mk <==
export PLATFORM = sky130hd
export DESIGN_NAME = frequency_calculating
export DESIGN_NICKNAME = frequency_calculating
export VERILOG_FILES = /design/flow/design.v
export SDC_FILE = /design/flow/constraint.sdc
export NUM_CORES = 4
export LEC_CHECK = 1
export CORE_AREA = 10 10 89 89
export DIE_AREA = 0 0 99 99
==> flow/constraint.sdc <==
current_design frequency_calculating

set clk_period 5.6
set clk_io_pct 0.2

create_clock -name clk0 -period $clk_period

set non_clock_inputs [all_inputs -no_clocks]
set_input_delay [expr $clk_period * $clk_io_pct] -clock clk0 $non_clock_inputs
set_output_delay [expr $clk_period * $clk_io_pct] -clock clk0 [all_outputs]
==> results.txt <==
Results of the flow run.

The worst endpoint required time stands at 4.48 ns. Traced cell by cell, the critical path runs through buf_2 > buf_6 > ha_2 > ha_4 > inv_2 > fa_1 > inv_1 > fa_1 > ha_4 > buf_4 > and3_4 > buf_6 > a211oi_4 > a311oi_2 > xnor2_1 > buf_2. The routed design shows a via density per instance of 4.03. The total vias in the final route stands at ~1.0k.

The core region area stands at roughly 0.0060 mm^2. Yosys stat counts 117 cells in the synthesized netlist. At the pin with the least slew margin, the transition time is 0.326 ns. The cell area after synthesis stands at 0.00113 mm^2.

The number of global-route vias before repair is ~1.0k. Setup repair after global routing could not meet its margin everywhere. Per the cell usage report, the commonest logic cell in the layout is sky130_fd_sc_hd__buf_4. Note that the worst hold path type here is in -> out. The sequential cell area fraction in the yosys report stands at 0%. According to the floorplan report, the die width is 99 um. Max fanout on the critical path was recorded as 4.

The number of hold violations in the final report stands at 0. The script extracted a total leakage power of between 0.9 and 1 nW. The worst hold path was traced through 5 stages. The iteration tally of the first detailed-router pass stands at 2. The tally of nets with antenna violations remaining after routing stands at 0. In the post-synthesis netlist, the biggest area contributors are sky130_fd_sc_hd__ha_1 (42%), sky130_fd_sc_hd__fa_1 (21%), sky130_fd_sc_hd__inv_1 (7.7%). The number of buffers added on ports stands at 21. After layout, the worst path uses 97.3% of the clock period. Max-cap violations in this run came to 0. IR analysis of the VDD net gives a maximum drop of about 0.23 mV. The final timing report counts setup violations totalling 0. The DRC violation total left in the routed layout is recorded as 0. The final standard cell area without fillers stands at 0.00186 mm^2. The number of clock buffers in the layout stands at 0. The number of pins with negative max-slew slack in the final report stands at 0. The run finished with clean final reports. The yosys stat chip area stands at 0.00113 mm^2. The achievable frequency stands at between 150 and 200 MHz. The wire length per cell after detailed routing stands at 10.6 um. After layout, the minimum clock period comes to 5.45 ns. Hold repair after CTS inserted 0 buffers. During I/O placement, the number of pins put on the boundary was 21. The first routing iteration left 36 violations. At the floorplan stage, the core utilization is reported as 18.8%. The startpoint identified for the worst hold timing path is FSW[7]. The die covers 0.00980 mm^2. The placed instances occupy a cell area of 0.00166 mm^2. The logs give a warning total of 34.

Sorting the Yosys area breakdown by cell type puts at the top sky130_fd_sc_hd__ha_1. The synthesized instance count stands at 117. The placement row count stands at 28.

The total wire length stands at 2.66 mm. The worst setup path is of the in -> out kind. The average instance in the mapped netlist occupies 9.62 um^2. Total power normalized to cell area comes to 315 mW/mm^2. The routed design ends up with an antenna cell count of 0. The final global-route overflow total stands at 0. In the layout the commonest cells are sky130_fd_sc_hd__buf_4 (35), sky130_fd_sc_hd__ha_1 (30), sky130_fd_sc_hd__inv_1 (17). RePlAce ended its routability-driven mode at a weighted congestion of 0.844. The worst-case headroom to the max-slew limit stands at 78.0%. The maximum cell stage delay along the critical path stands at 0.55 ns. Across the whole layout, storage elements account for 0 um^2. The data arrival time of the critical path stands at 4.33 ns.

The initial antenna violation count is 0. The share of post-route cells with drive strength above 1 stands at 44.9%. Entering global routing, the biggest net connects 5 pins. The post-DP HPWL stands at roughly 2.3 mm. Across every metal layer, demand over resource in global routing totals 5.26%. Measured along the y axis, the die boundary spans 99 um. The final total negative setup slack stands at 0 ns.

The area fraction of the dominant cell type after synthesis stands at between 40% and 50%. The timing report shows that the slowest cell on the worst path is sky130_fd_sc_hd__fa_1. There are 0 flip-flops and latches.

The distinct cell type count of the synthesized netlist stands at 25. The path with the worst hold slack has its endpoint at frequency_calculated[12]. Per the run report, area growth between synthesis and finish was 65.2%. Counting the warning lines in the Yosys log gives 1. The first global-routing pass estimated 4.53 mm of wire. STA classifies the critical path endpoint as an output port.

The worst setup path is launched from a primary input.
[Yosys cell counts (all sizes together)]
library cell / instances
nand3: 2
nor3: 1
a21o: 2
o2111ai: 2
nor4: 1
inv: 23
fa: 12
xnor2: 7
a21oi: 5
nor2b: 1
or2: 2
nand2: 2
ha: 38
a31oi: 1
o21bai: 1
nor2: 5
a2111oi: 1
and3: 4
a211oi: 1
xor2: 3
a311oi: 1
and2: 1
o311ai: 1
[worst max-delay path by stage]
stage,from,to,slack (ns)
after global routing,FSW[6],frequency_calculated[12],-0.04
after CTS,FSW[3],frequency_calculated[8],0.02
final,FSW[3],frequency_calculated[12],0.15
[cell type report]
class	count	area, um^2
Fill cell	595	4130
Timing Repair Buffer	59	475
Multi-Input combinational cell	94	1200
Tap cell	75	93.8
Inverter	23	86.3
[worst max-delay path, delay by kind of cell]
kind / cells / cell delay [ns]
compound gates: 2 / 0.37
buf+inv: 7 / 0.69
simple gates: 1 / 0.17
fa+ha+maj: 5 / 1.75
xor+xnor: 1 / 0.22
[per-stage QoR]
step                instances  worst slack (ns)  hold slack [ns]  util [%]  power [mW]
finish                    251             0.151             2.77      31.1       0.587
CTS                       249            0.0152             2.83      29.8       0.576
detailed placement        244            -0.735             3.49      27.8       0.509
global placement          244            -0.719             3.49      27.8       0.514
floorplan                 117             0.395             2.31         -       0.233
global route              251           -0.0381             2.83      31.1       0.659
[kinds of logic after synthesis]
family	Yosys count	synth area share [%]
compound gates	15	11.9
xor+xnor	10	7.78
fa+ha+maj	50	63.6
buf+inv	23	7.67
simple gates	19	9.11
[repair_timing]
item                                   in CTS  in global routing
endpoints found under the hold margin       0                  0
setup endpoints to repair                   9                  5
resized                                    44                 29
setup buffers                               5                  2
pin swaps                                  22                 19
[routing by layer]
| layer | wire length [um] | part of all wire, % | vias to the layer above | track usage [%] |
|---|---|---|---|---|
| li1 | - | - | 526 | - |
| met1 | 1330 | 50 | 475 | 7.30 |
| met2 | 1230 | 46 | 11 | 8.97 |
| met3 | 98 | 3.7 | 0 | 0.705 |
| met4 | 0 | 0 | 0 | 0 |
| met5 | 0 | 0 | - | 0 |
[power by group]
part           switching [mW]  total [mW]  internal (mW)
Clock                       0           0              0
Sequential                  0           0              0
Combinational           0.239       0.587          0.348
Power figures rest on the tool's default switching activity, not on a simulated workload.
